File: /design/flow/config.mk
export PLATFORM = sky130hd
export DESIGN_NAME = SRAM_1RW
export DESIGN_NICKNAME = SRAM_1RW
export VERILOG_FILES = /design/flow/design.v
export SDC_FILE = /design/flow/constraint.sdc
export NUM_CORES = 4
export LEC_CHECK = 1
export CORE_UTILIZATION = 30
File: /design/flow/constraint.sdc
current_design SRAM_1RW

set clk_period 20.1
set clk_io_pct 0.2

create_clock -name clk0 -period $clk_period [get_ports {clk}]

set non_clock_inputs [all_inputs -no_clocks]
set_input_delay [expr $clk_period * $clk_io_pct] -clock clk0 $non_clock_inputs
set_output_delay [expr $clk_period * $clk_io_pct] -clock clk0 [all_outputs]
File: /design/flow/design.v
module SRAM_1RW (
    input clk,
    input en,
    input write,
    input [ADDR_SZ-1:0] addr,
    input [DATA_SZ-1:0] write_data,
    output [DATA_SZ-1:0] read_data
);
    parameter ADDR_SZ = 6;
    parameter DATA_SZ = 23;
    parameter MEM_SZ = 64;
    reg [DATA_SZ-1:0] ram_block [MEM_SZ-1:0];
    reg [DATA_SZ-1:0] read_data_reg;
    always @ (posedge clk) begin
        if (en == 1) begin
            if (write == 1) begin
                ram_block[addr] <= write_data;
            end else begin
                read_data_reg <= ram_block[addr];
            end
        end
    end
    assign read_data = read_data_reg;
endmodule
File: /design/flow/run.sh
#!/bin/bash
# OpenROAD 26Q1-2900-gdf79404cd8, Yosys 0.63+post, stock flow scripts
make -C /OpenROAD-flow-scripts/flow DESIGN_CONFIG=/design/flow/config.mk WORK_HOME=/design/flow/orfs finish
==> out/qor.txt <==
cells taking the most area after synthesis: sky130_fd_sc_hd__edfxtp_1 (79%), sky130_fd_sc_hd__a22oi_1 (3.8%), sky130_fd_sc_hd__a221oi_1 (2.2%)
number of enable flip-flop cells: 1495
Post-CTS Hold Fix Bufs: 0
post-detailed-route DRC marker count: 0
Post-CTS Setup Bufs: 0
standard-cell row count: 159
count of final setup violators: 0
TNS Setup: 0 ns
die width: 437 µm
clock period minus final worst setup slack: 7.74 ns
Comb pwr share: 5.3%
Initial Util: 30.2%
clk root buf: sky130_fd_sc_hd__clkbuf_16
Core Footprint: 188000 µm²
Cell Int Power: 5.12 mW
count of pins on the block boundary: 55
Netlist Area Pre-Place: 56800 µm²
CTS tree: done
aggregate routed wire length: 173000 µm
Reg2Reg Depth: 4
clock buffer count from CTS: 153
Routed Antenna Nets: 0
total number of clock tree sinks: 1495
Post-Syn Area per Cell: 17.8 µm²
Worst EP required: 20.74 ns
number of buffers on the longest clock path: 3
number of logged tool warnings: 26
worst-skew pair later-pin latency: 0.79 ns
r2r setup slk: 17.29 ns
Detailed Place HPWL: 106000 µm
Max Transition Viols Final: 0
proportion of total power due to net switching: 21.9%
setup repair after global routing missed its margin: no
Gate Count Post-Synth: 3195
type of the worst setup path: input pin to flop
post-synthesis to final-layout area growth: 15.8%
total congestion overflow after global routing: 0
total power: 6.56 mW
YS chip area: 56800 µm²
Largest type area fraction: 79.1%
average detailed-routed wire length per instance: 29.0 µm
post-synthesis cell type count: 54
total of buffers placed on input and output ports: 54
total of cells resized after clock tree synthesis: 0
number of flip-flops under the largest register name: 1472
data arrival at the endpoint of the critical path: 8.38 ns
Hold Vio Cnt, Final: 0
Synth top cell by count: sky130_fd_sc_hd__edfxtp_1
Tcrit/Tclk final: 38.5%
reg2reg start: ram_block[47][6]
Ys Warns: 1
leading post-synthesis cells by instance count: sky130_fd_sc_hd__edfxtp_1 (1495), sky130_fd_sc_hd__a22oi_1 (287), sky130_fd_sc_hd__a221oi_1 (144)
maximum vdd drop: 0.0000646 V
clock-pin slew on the worst setup and hold paths: 0.06 ns
measured slew at the worst slew-check pin: 1.15 ns
max-cap check violation count: 0
main flop type after synthesis: sky130_fd_sc_hd__edfxtp_1
wire length of the first global-routing pass: 246000 µm
power density cells: 99.8 nW/µm²
register share after synthesis: 79.1%
number of H-tree branching levels: 4
Via density: 5.42
element type at the critical path start: input pin
share of final-layout standard cells stronger than drive strength 1: 17.2%
placer's final routability congestion estimate: 0.999
highest net fanout along the worst path: 44
number of antenna violations at the first check in global routing: 13
FF-to-FF End: read_data_reg[6]
1st-iter DRT viols: 2485
area of the chip: 191000 µm²
Seq cells post-synth: 1495
first element of the critical path: addr[2]
fraction of registers with async set or reset after synthesis: 0%
CP endpoint: read_data_reg[7]
P_leak: 20.3 nW
maximum clock frequency: 0.129 GHz
clock share of power: 42.0%
portion of total power attributed to sequential cells: 52.7%
GRT Util Overall: 19.2%
Yosys top cell by area: sky130_fd_sc_hd__edfxtp_1
critical path endpoint category: flop
worst hold path class: flop to flop
normalized max-slew margin: 22.6%
die boundary height: 437 µm
number of iterations in the first detailed-routing pass: 22
yosys stat cell total: 3195
result of the run: complete, no violations
via count: 32300
largest net degree at the start of global routing: 91
switching power: 1.44 mW
Clock Skews: 0.0271 ns
via count of the first global-routing pass: 33700
-- power groups by stage --
| stage | Combinational, mW | Clock (mW) | Sequential (mW) |
|---|---|---|---|
| after CTS | 0.342 | 2.79 | 3.46 |
| after global routing | 0.365 | 2.91 | 3.46 |
| final | 0.346 | 2.76 | 3.46 |
-- cells in the final DEF (no fill, tap or decap), types with 7 or more instances in the layout --
cell                              instances
sky130_fd_sc_hd__o21ai_0                 64
sky130_fd_sc_hd__mux2_2                  85
sky130_fd_sc_hd__clkbuf_1                36
sky130_fd_sc_hd__a21oi_1                115
sky130_fd_sc_hd__and3_1                  18
sky130_fd_sc_hd__buf_4                  171
sky130_fd_sc_hd__clkbuf_16              156
sky130_fd_sc_hd__or4_1                   11
sky130_fd_sc_hd__o32ai_1                 12
sky130_fd_sc_hd__clkdlybuf4s50_1         28
sky130_fd_sc_hd__a31oi_1                 19
sky130_fd_sc_hd__mux4_2                  28
sky130_fd_sc_hd__nor2_1                  58
sky130_fd_sc_hd__buf_2                   23
sky130_fd_sc_hd__bufinv_16               12
sky130_fd_sc_hd__nor3_1                  34
sky130_fd_sc_hd__nor2_2                  67
sky130_fd_sc_hd__a41oi_1                  9
sky130_fd_sc_hd__o2bb2ai_1               19
sky130_fd_sc_hd__a211o_1                 10
sky130_fd_sc_hd__clkinv_2                17
sky130_fd_sc_hd__nand3_1                 13
sky130_fd_sc_hd__clkinv_1                40
sky130_fd_sc_hd__nand4_1                 20
sky130_fd_sc_hd__edfxtp_1              1495
sky130_fd_sc_hd__nand2b_1                14
sky130_fd_sc_hd__nor2b_4                  7
sky130_fd_sc_hd__nor4_1                  22
sky130_fd_sc_hd__a22oi_1                287
sky130_fd_sc_hd__o22ai_1                 59
sky130_fd_sc_hd__a22o_1                  50
sky130_fd_sc_hd__a32oi_1                 22
sky130_fd_sc_hd__a221o_1                 29
sky130_fd_sc_hd__nand2_1                 99
sky130_fd_sc_hd__o22a_1                  13
sky130_fd_sc_hd__mux2i_1                 99
sky130_fd_sc_hd__a221oi_1               144
sky130_fd_sc_hd__a211oi_1                10
-- worst max-delay path: stages --
cell and delay, ns:
sky130_fd_sc_hd__buf_8 0.35, sky130_fd_sc_hd__buf_4 0.55, sky130_fd_sc_hd__buf_4 0.64, sky130_fd_sc_hd__nor2b_4 0.42, sky130_fd_sc_hd__buf_4 0.60, sky130_fd_sc_hd__a22oi_1 0.15
sky130_fd_sc_hd__and3_1 0.25, sky130_fd_sc_hd__nor3_1 0.75, sky130_fd_sc_hd__nor4_1 0.29, sky130_fd_sc_hd__nand4_1 0.18
-- stage by stage --
step                      instance area, µm²  hold WS [ns]  setup WS, ns  utilization (%)  instances
after floorplan                        56800         0.655         13.34                -       3195
after global placement                 60900         0.775         11.82             32.4       5690
after detailed placement               60900         0.786         11.78             32.4       5690
after CTS                              65700         0.791         12.55             35.0       5965
after global routing                   65700         0.822         12.35             35.0       5966
final                                  65700         0.789         12.36             35.0       5966
-- cell type report --
type / count / area (µm²)
timing repair buffer: 226 / 1740
sequential: 1495 / 44900
inverter: 4 / 15.0
clock buffer: 192 / 4040
clock inverter: 83 / 802
fill: 17300 / 122000
antenna: 1 / 2.50
tap: 2495 / 3120
multi-input combinational: 1470 / 11100
-- metal layers --
metal	routed length, µm	GRT usage (%)	vias up	part of all wire [%]
met2	77500	27.8	2172	45
li1	-	-	13600	-
met1	56600	21.3	16100	33
met5	740	2.34	-	0.43
met3	28800	14.4	412	17
met4	9330	7.78	30	5.4
-- worst min path at each step --
stage                              from  cells past startpoint  slack [ns]                end
after CTS             ram_block[60][13]                      4        0.79  read_data_reg[13]
after global routing  ram_block[58][13]                      4        0.82  read_data_reg[13]
final                 ram_block[60][13]                      4        0.79  read_data_reg[13]
-- logic make-up (layout without fill, tap and decap cells) --
| logic type | count (synthesis) | in the layout | share of synthesized area, % |
|---|---|---|---|
| other cells | 0 | 1 | 0 |
| mux | 213 | 213 | 4.59 |
| compound gates | 869 | 869 | 11.3 |
| buf+inv | 230 | 505 | 1.79 |
| simple gates | 388 | 388 | 3.25 |
| flops | 1495 | 1495 | 79.1 |
Power is estimated from default activity; no workload was simulated.
